**./run.sh**
```bash
#!/bin/bash
# OpenROAD 26Q1-2900-gdf79404cd8, Yosys 0.63+post, stock flow scripts
make -C /OpenROAD-flow-scripts/flow DESIGN_CONFIG=/design/flow/config.mk WORK_HOME=/design/flow/orfs finish
```
**./config.mk**
```make
export PLATFORM = sky130hd
export DESIGN_NAME = Vga
export DESIGN_NICKNAME = Vga
export VERILOG_FILES = /design/flow/design.v
export SDC_FILE = /design/flow/constraint.sdc
export NUM_CORES = 4
export LEC_CHECK = 1
export CORE_UTILIZATION = 40
```
**./constraint.sdc**
```tcl
current_design Vga

set clk_period 2.4
set clk_io_pct 0.2

create_clock -name clk0 -period $clk_period [get_ports {vga_clk}]

set non_clock_inputs [all_inputs -no_clocks]
set_input_delay [expr $clk_period * $clk_io_pct] -clock clk0 $non_clock_inputs
set_output_delay [expr $clk_period * $clk_io_pct] -clock clk0 [all_outputs]
```
**./design.v**
```verilog
`timescale 1ns / 1ps
module Vga (vga_clk,clrn,row_addr,col_addr,rdn,hs,vs);
   input            vga_clk;   
   input            clrn;
   output reg [8:0] row_addr;  
   output reg [9:0] col_addr;  
   output reg       rdn;       
   output reg       hs,vs;     
   reg [9:0] h_count;  
   always @ (posedge vga_clk) begin
       if (!clrn) begin
           h_count <= 10'h0;
       end else if (h_count == 10'd799) begin
           h_count <= 10'h0;
       end else begin 
           h_count <= h_count + 10'h1;
       end
   end
   reg [9:0] v_count;  
   always @ (posedge vga_clk or negedge clrn) begin
       if (!clrn) begin
           v_count <= 10'h0;
       end else if (h_count == 10'd799) begin
           if (v_count == 10'd524) begin
               v_count <= 10'h0;
           end else begin
               v_count <= v_count + 10'h1;
           end
       end
   end
    wire  [9:0] row    =  v_count - 10'd35;      
    wire  [9:0] col    =  h_count - 10'd143;     
    wire        h_sync = (h_count > 10'd95);     
    wire        v_sync = (v_count > 10'd1);      
    wire        read   = (h_count > 10'd142) &&  
                         (h_count < 10'd783) &&  
                         (v_count > 10'd34)  &&  
                         (v_count < 10'd515);    
    always @ (posedge vga_clk) begin
        rdn      <= ~read;      
        hs       <=  h_sync;    
        vs       <=  v_sync;    
        row_addr <=  row[8:0];  
        col_addr <=  col;       
    end
endmodule
```
==> run notes <==
Implementation results. In the synthesized netlist, the dominant kind of combinational cell is simple AND/OR/NAND/NOR gates. Looking at the gate-level netlist, the highest instance count belongs to sky130_fd_sc_hd__dfxtp_1. For this configuration, the core starts out at a cell density of 0.4315. Per the synthesis report, the XOR/XNOR share of the synthesized area is 0.1127. Per the detail_route report, inserted antenna diodes total 0.

After filler insertion, the fill cell instance count of the layout stands at approximately 390. Per the detailed-route log, wirelength across all metal layers totals just over 3 mm. Final worst-path cycle share landed at 0.7728. The worst register-to-register path depth is 4. Power density of the placed cells landed at between 600 and 700 mW/mm².

For the worst setup path, the data arrival time is approximately 2000 ps. The launch point of the worst min-delay path is recorded as h_count[0]. The cell sitting at the root of the clock tree is a sky130_fd_sc_hd__clkbuf_8. Tally of yosys warning messages landed at 1. Synthesized area per cell landed at between 9 and 10 µm². In this run the remaining antenna-violating nets after routing total 0. After floorplanning, the core was sized to cover around 0.0041 mm².

Register share of total power landed at 0.552. The worst hold path terminates at col_addr[0]. According to the floorplan log, the row count is 23. Transition time of the tightest slew-check pin landed at between 500 and 600 ps.

Share of synthesized cell area in and-or and or-and compound cells landed at 0.09377. The type recorded for the worst min-delay path is reg -> reg. In the post-route analysis, the smallest setup slack over all paths is about 550 ps. On the final layout, the worst clock skew is about 6.6 ps. Dividing the detail-routed wire length by the instance count gives about 12 µm. Number of vias after detailed routing landed at between 1000 and 1500. Relative to the synthesized area, the layout overhead comes to 19.52%.

Setup repair after global routing left no endpoint under its margin. Net switching fraction of the power landed at 0.2002. Tool warning count landed at 30. Hold buffer count at CTS landed at 0. The vertical die dimension reported for this design is ~69 µm.

In the final report, the number of hold violations comes to 0. Yosys stat counts between 150 and 200 cells in the synthesized netlist. Final core area utilization landed at 0.5157. Number of distinct library cells after synthesis landed at 38. Chip width landed at 68.86 µm. Standby leakage power landed at about 0.91 nW. The clock passes through at most 2 buffers.

In this run, the synthesized area fraction spent on adder and majority cells is recorded as 0.04899. The synthesized instance count is roughly 180. Via count of the first global-routing pass landed at about 1100. First-pass iteration count of the detailed router landed at 4. The cell-mix breakdown from Yosys lists the simple-gate area share as 0.1854.

TritonCTS built the clock tree. Data on the critical path is required at its endpoint by around 2600 ps. Per the timing report, the most critical flop-to-flop path originates at v_count[6]. The power report attributes to the clock group a share of 0.424. Starting DRC count in detailed routing landed at 58. Clock period minus final worst setup slack landed at about 1900 ps. STA classifies the critical path startpoint as a flop. Initial antenna violation count landed at 0. Count of buffers added by post-CTS timing repair for setup landed at 0. Of the total power, combinational logic draws 0.023.

The worst-case max-slew headroom was logged as 0.6606. Final number of max-transition violations landed at 0. Chip area estimate from yosys synthesis landed at 0.001788 mm².

Highest clock rate landed at between 0.5 and 0.6 GHz. Pin placement for this block handled 24 I/O pins. The buffer_ports step reported a buffer count of 23. Combined area of all synthesized cells landed at roughly 0.0018 mm². Clock slew seen by the registers of the worst setup and hold paths landed at roughly 80 ps. Half-perimeter wire length after detailed placement landed at about 2.1 mm. The setup check on the worst reg-to-reg path leaves a slack of between 500 and 600 ps. Number of stages on the worst hold path landed at 1. Counting flops with a built-in enable in the synthesized netlist gives 0. Setup total negative slack landed at 0 ps.

Overall routing resource usage recorded by global route was 0.1497. After detailed placement, the total cell area comes to 0.002028 mm². Summed over all layers, the global routing overflow is 0.

The final timing report counts setup violations totalling 0. Async set-reset flop share out of synthesis landed at 0.2381. Synthesis-stage register bit count landed at about 42. Looking at the cell usage after synthesis, the top flip-flop cell is sky130_fd_sc_hd__dfxtp_1. The worst setup path is captured at a flop.

For reference, the top cells by area after synthesis are sky130_fd_sc_hd__dfxtp_1 (36%), sky130_fd_sc_hd__dfrtp_1 (14%), sky130_fd_sc_hd__xor2_1 (6.9%), sky130_fd_sc_hd__ha_1 (4.9%), sky130_fd_sc_hd__xnor2_1 (4.4%). The analysis reports a worst IR drop on VDD of 327.1 µV. The run finished with clean final reports. Count of instances resized after the clock tree is built landed at 0. Count of max-cap constraint violations landed at 0. The share of synthesized area in the top cell type comes to 0.3583.

Total CTS buffers landed at 5. Placer's final routability congestion estimate landed at between 0.8 and 0.9. Total number of H-tree levels landed at 2. Per the post-place timing report, worst setup slack is around 560 ps. Switching power summed over all nets landed at roughly 0.26 mW. The synthesis run shows the most used standard cells to be sky130_fd_sc_hd__dfxtp_1 (32), sky130_fd_sc_hd__nor2_1 (14), sky130_fd_sc_hd__xor2_1 (14).

Summed over all instances, the cell type with the most area after synthesis is sky130_fd_sc_hd__dfxtp_1. The layout summary lists the proportion of cells stronger than drive strength 1 as 0.06566. Number of vias per cell after detailed routing landed at 5.165.

Of the synthesized area, sequential elements account for 0.4983. Pin count of the biggest net entering global routing landed at 15. Design internal power landed at a little over 1 mW.

After floorplanning, the die was sized to cover 0.004741 mm². The portion of synthesized area spent on multiplexers is 0.006298. CTS saw 42 sinks. In the routed design, unresolved DRC markers number 0. Looking at the setup timing report, the critical path kind is reg -> reg. Clock network latency to the later pin of the worst-skew pair landed at roughly 300 ps.

Per the timing report, the biggest fanout along the worst path comes to 7. The first global-routing pass estimated 5.250 mm of wire. After routing the design area is between 0.002 and 0.0025 mm².

STA lists the endpoint of the worst register-to-register path as v_count[9].
## critical path, cell delays in order (launching register included)
cell and delay [ps]:
sky130_fd_sc_hd__dfrtp_1 460, sky130_fd_sc_hd__or4_4 590, sky130_fd_sc_hd__or3_4 400, sky130_fd_sc_hd__nand4b_1 100
sky130_fd_sc_hd__a21bo_1 190
## registers in the layout (all words and copies together) (netlist names)
register and flops:
hs 1, vs 1, row_addr 9, rdn 1
v_count 10, h_count 10, col_addr 10
## stage by stage
stage                     power [mW]  instances  hold slack, ps
after floorplan               0.7405        179           184.4
after global placement        0.7628        240           437.9
after detailed placement      0.7639        240           441.6
after CTS                      1.308        248           463.2
after global routing           1.350        248           506.5
final                          1.298        248           459.7
## per-layer routing
layer / vias up / share of wire / GRT usage
met5: - / 0 / 0
met4: 0 / 0.022 / 0.02806
met3: 6 / 0.056 / 0.03000
met2: 36 / 0.41 / 0.2100
met1: 589 / 0.51 / 0.2467
li1: 650 / - / -
## power groups by stage
stage                 logic [mW]  registers, mW  clock network (mW)
after CTS                 0.0315          0.717               0.560
after global routing      0.0345          0.719               0.597
final                     0.0304          0.717               0.551
## layout make-up
cell class              instances  area (µm²)  area share
inverters                       8       30.03     0.01405
clock buffers                   6       72.57     0.03396
repair buffers                 25       245.2      0.1148
well taps                      50       62.56     0.02927
clock inverters                 2       36.28     0.01698
multi-input cells             115       799.5      0.3741
flip-flops and latches         42       890.9      0.4169
## cells in the final DEF (no fill, tap or decap), drive strengths merged, types with 9 or more instances in the layout
cell	Yosys	routed
xor2	14	14
inv	8	9
dfxtp	32	32
clkdlybuf4s50	0	23
nor2	14	14
xnor2	9	9
nand4	9	9
dfrtp	10	10
## kinds of logic (layout without fill, tap and decap cells)
kind of cell               Yosys count  after routing
AOI/OAI and AO/OA                   25             25
xor gates and xnor gates            23             23
adders and majority gates            7              7
buffers and inverters               22             41
DFF                                 42             42
muxes                                1              1
and+or+nand+nor                     59             59
## worst max-delay path by stage
stage                 slack (ps)          to  cells past startpoint  startpoint
after CTS                    550  v_count[9]                      4  v_count[6]
after global routing         460  v_count[4]                      6  h_count[1]
final                        550  v_count[9]                      4  v_count[6]
Power is estimated from default activity; no workload was simulated.
