===== ./run.sh =====
#!/bin/bash
# OpenROAD 26Q1-2900-gdf79404cd8, Yosys 0.63+post, stock flow scripts
make -C /OpenROAD-flow-scripts/flow DESIGN_CONFIG=/design/flow/config.mk WORK_HOME=/design/flow/orfs finish

===== ./design.v =====
`timescale 1ns / 1ps
module Bird(
		input wire fresh,
		input wire [9:0] x,
		input wire [8:0] y,
		input wire fly_button,
		input wire RESET,
		input wire START,
		input wire Lose,
		input wire game_status,
		input wire [31:0] clkdiv,
		output reg is_bird,
		output reg [8:0] bird_y
	 );
	 parameter bird_x = 10'd120;
	 parameter a = 9'b1;
	 reg [8:0] velocity;
	 always@(negedge fresh) begin	 
		if(game_status)begin
			if(fly_button)begin		 
				velocity <= -9'd4;
				bird_y <= bird_y + velocity;
			end
			else begin
				velocity <= velocity + a;
				bird_y <= bird_y + velocity;
			end
		end else begin
			if( (~Lose) || RESET)begin	 
				bird_y <= 9'd240;
				velocity <= 9'd0;
			end
		end
	 end
	 always@(posedge clkdiv[0])begin
		if(x >= bird_x && x < bird_x + 10'd48 && y >= bird_y && y < bird_y + 10'd48)begin
			is_bird <= 1'b1;
		end
		else begin
			is_bird <= 1'b0;
		end
	 end
endmodule

===== ./config.mk =====
export PLATFORM = sky130hd
export DESIGN_NAME = Bird
export DESIGN_NICKNAME = Bird
export VERILOG_FILES = /design/flow/design.v
export SDC_FILE = /design/flow/constraint.sdc
export NUM_CORES = 4
export LEC_CHECK = 1
export CORE_AREA = 10 10 110 110
export DIE_AREA = 0 0 120 120

===== ./constraint.sdc =====
current_design Bird

set clk_period 2.3
set clk_io_pct 0.2

create_clock -name clk0 -period $clk_period [get_ports {clkdiv}]
create_clock -name clk1 -period $clk_period [get_ports {fresh}]

set non_clock_inputs [all_inputs -no_clocks]
set_input_delay [expr $clk_period * $clk_io_pct] -clock clk0 $non_clock_inputs
set_output_delay [expr $clk_period * $clk_io_pct] -clock clk0 [all_outputs]

==> flow_metrics.py <==
# Flow results
metrics = {
    "flow_run": {
        "cap_violations": 0,
        "warnings": 84,
    },
    "critical_path": {
        "end_kind": "flip-flop",
        "crit_type": "flip-flop to flip-flop",
        "path_max_fanout": 4,
        "crit_start": "bird_y[4]",
        "rr_startpoint": "bird_y[4]",
        "worstPathRequired_ns": 2.21,
        "setup.worst_path.start_class": "flip-flop",
        "critPathArrivalTime_ns": 3.15,
        "reg2regPathDepth": 8,
        "path_cells": "inv_2 > ha_4 > xor2_1 > ha_1 > nor3_2 > nor2_1 > o32a_1 > a221oi_2",
        "slowest_stage": "edfxtp_1",
        "cp_slowest_stage_delay_ns": 0.43,
    },
    "routing": {
        "drc": 0,
        "drt_iter0_drc": 35,
        "ant_nets": 0,
        "via_per_inst": 4.05,
        "firstDrtPassIters": 4,
        "vias": 1543,
        "wire_per_inst_um": 11.9,
        "diodes": 0,
        "wl_um": 4550,
    },
    "finish": {
        "drive_gt1_share_pct": 26.6,
        "fin_area_sq_um": 2580,
        "fin_util_pct": 26.4,
        "area_growth_pct": 62.6,
    },
    "placement": {
        "place_congestion": 0.844,
        "placed_area_sq_um": 2260,
        "dp_slack_ns": -0.617,
        "dpl.hpwl_um": 3440,
        "portBuffers": 30,
    },
    "yosys": {
        "ys_area_sq_um": 1590,
        "top_area_share_pct": 34.0,
        "syn_area_sq_um": 1590,
        "yosysWarnings": 1,
        "avgSynthCellArea_sq_um": 9.74,
        "syn-instance-count": 163,
        "ys_ff": 19,
        "synth.distinct_cells": 41,
        "yosys_cells": 163,
        "synth_seq_share_pct": 35.3,
        "yosys.area.top_type": "edfxtp_1",
        "synth.area.top_cells": "edfxtp_1, ha_1, xnor2_1",
    },
    "timing": {
        "setup_viol": 10,
        "final.setup.worst_slack_ns": -0.935,
        "finClkSkew_ns": 0.00743,
        "rsz0062_at_grt": "true",
        "tightest_slew_ns": 0.429,
        "drv_slew": 0,
        "slew_headroom_pct": 71.4,
        "fin_hold_ws_ns": 0.699,
        "finalHoldViolations": 0,
    },
    "floorplanning": {
        "num_rows": 36,
        "chipHeight_um": 120,
        "initCoreUtil_pct": 16.2,
        "ios": 67,
        "die_width_um": 120,
        "die-area_sq_um": 14400,
        "core_sq_um": 9770,
    },
    "clock_tree": {
        "h-tree-depth": 1,
        "cts.clk_slew.worst_paths_ns": 0.03,
        "cts-root-buf": "clkbuf_8",
        "cts_buffers": 3,
        "ctsHoldBuffers": 0,
        "cts_buffer_depth": 2,
        "cts_tree": "yes",
    },
    "power_and_ir_drop": {
        "power.total_mw": 1.87,
        "vdd_ir_drop_max_mv": 0.229,
        "p_comb_share_pct": 54.4,
        "powerDensity_nw_per_um2": 724,
        "pwr-share-clk_pct": 18.1,
        "sw_frac_of_total_pct": 36.3,
        "p_seq_share_pct": 27.5,
        "p_switching_uw": 679,
        "internal_power_mw": 1.19,
        "cellLeakagePower_nw": 1.15,
    },
    "grt": {
        "use_met1_pct": 7.58,
        "grt-ovfl-total": 0,
        "grt_use_met3_pct": 2.14,
        "grt_pass1_wl_um": 7350,
        "grt_most_used_layer": "met2",
        "grt_max_degree": 10,
        "antenna_found_initial": 0,
        "use_met2_pct": 10.5,
        "grt_pass1_vias": 1576,
        "grt_usage_pct": 6.24,
    },
    "hold_path": {
        "hold_path.class": "flip-flop to flip-flop",
        "min_path_cells": 2,
        "hp-start": "velocity[8]",
    },
    "run_status": {
        "outcome": "finished, violations left",
        "failed_checks": "setup timing",
    },
}
layout make-up:
| type | instances | area (sq um) |
|---|---|---|
| Inverter | 14 | 53.8 |
| Clock buffer | 3 | 41.3 |
| Fill cell | 1026 | 7190 |
| Sequential cell | 19 | 561 |
| Timing Repair Buffer | 64 | 601 |
| Clock inverter | 18 | 67.6 |
| Tap cell | 133 | 166 |
| Multi-Input combinational cell | 130 | 1090 |
registers in the layout, summed over array words and instances (netlist names):
signal    count
bird_y        9
is_bird       1
velocity      9
Yosys cell counts:
cell type,n
ha_1,24
edfxtp_1,18
inv_1,14
a21oi_1,12
o21ai_0,11
nor2_1,9
xnor2_1,8
nand2_1,7
a211oi_1,5
and3_1,4
nand2b_1,4
nand3_1,4
nand4_1,4
nor3_1,4
xor2_1,4
a21o_1,2
and2_1,2
mux2_2,2
nor2b_1,2
o21bai_1,2
a211o_1,1
a21boi_0,1
a221oi_1,1
a22oi_1,1
a31oi_1,1
clkbuf_1,1
clkinv_1,1
dfxtp_1,1
fa_1,1
mux2i_1,1
nand3b_1,1
nor4_1,1
o2111ai_1,1
o211a_1,1
o21ai_1,1
o311a_1,1
o31ai_1,1
o32a_1,1
o41ai_1,1
or2_2,1
or4_1,1
layout by cell type (no fill, tap or decap), types with 3 or more instances in the layout:
cell type / instances
buf_6: 17
nand2b_1: 4
o21ai_0: 9
edfxtp_1: 18
clkdlybuf4s50_1: 18
ha_1: 21
and3_1: 4
nor2_1: 8
xor2_1: 4
dlygate4sd2_1: 3
nand4_1: 4
a21oi_1: 12
inv_2: 3
clkbuf_8: 3
a211oi_1: 3
xnor2_1: 8
buf_4: 24
nand3_1: 4
nand2_1: 6
ha_4: 3
inv_1: 28
routing by layer:
metal | up-vias | routed length [um] | share of wire [%]
li1 | 788 | - | -
met1 | 712 | 2080 | 46
met2 | 39 | 2170 | 48
met3 | 4 | 269 | 5.9
met4 | 0 | 24 | 0.53
met5 | - | 0 | 0
worst max-delay path, delay by kind of cell (launching register included):
kind / cells / cell delay, ns
DFF: 1 / 0.43
adders and majority gates: 2 / 0.39
AOI/OAI and AO/OA: 2 / 0.38
and+or+nand+nor: 2 / 0.20
xor gates and xnor gates: 1 / 0.16
buffers and inverters: 1 / 0.11
timing repair:
action	4_1_cts	5_1_grt
pin swaps	10	5
resized	52	12
endpoints found under the setup margin	45	20
setup buffers	12	5
cloned	2	0
per-stage QoR:
stage | instances | setup TNS [ns]
final | 381 | -4.21
after floorplan | 163 | -0.525
after CTS | 380 | -4.36
after global placement | 347 | -20.79
after detailed placement | 347 | -21.34
after global routing | 381 | -4.94
cells by family (layout without fill, tap and decap cells):
kind of cell	Yosys count	in the layout	share of synthesized area, %
compound gates	44	44	17.7
simple gates	44	46	14.3
fa+ha+maj	25	25	20.2
flops	19	19	35.3
buf+inv	16	99	3.78
xor+xnor	12	12	6.62
mux	3	3	2.05
power by group through the flow:
stage	combinational [mW]	clock (mW)	sequential (mW)
6_report	1.02	0.337	0.514
5_1_grt	1.13	0.394	0.523
4_1_cts	0.994	0.350	0.513
path summary, 6_finish.rpt:
kind,to,slack [ns]
max,is_bird,-0.93
min,velocity[8],0.70
min reg2reg,velocity[8],0.70
max in group clk1,bird_y[6],0
min in group clk0,is_bird,1.13
max reg2reg,is_bird,-0.93
Power is estimated from default activity; no workload was simulated.
