$ cat ./design.v
`timescale 1ns / 1ps
module Column(
	input wire fresh, 
	input wire [31:0] clkdiv, 
	input wire [9:0] x, 
	input wire [8:0] y, 
	input wire RESET, 
	input wire START, 
	input wire game_status, 
	input wire [3:0] speed, 
	output reg score_out, 
	output reg is_column_up,
	output reg is_column_down,
	output reg [9:0] pipe_x,
	output reg [8:0] pipe_y
	);
	reg [9:0] pipe_x1 = 10'd650;
	reg [9:0] pipe_x2 = 10'd970;
	reg [9:0] pipe_y1=10'd315;
	reg [9:0] pipe_y2=10'd145;
	always@(negedge fresh)begin		 
		if(game_status) begin		 
			pipe_x1 <= (pipe_x1 - speed);	 
			pipe_x2 <= (pipe_x2 - speed);
			if(pipe_x1 > 10'd971) begin		 
				pipe_x1 <= 10'd640;
				if(pipe_y1 + 9'd73 > 9'd300)begin
					pipe_y1 <= pipe_y1 + 9'd73 - 9'd190;
				end else if(pipe_y1 > 9'd110)begin
					pipe_y1 <= pipe_y1 + 9'd73;
				end else begin
					pipe_y1 <= 9'd315;
				end
			end 
			if(pipe_x2 > 10'd971) begin		 
				pipe_x2 <= 10'd640;
				if(pipe_y2 + 9'd50 > 9'd300)begin
					pipe_y2 <= pipe_y2 + 9'd50 - 9'd190; 
				end else if(pipe_y2 > 9'd110)begin
					pipe_y2 <= pipe_y2 + 9'd50;
				end else begin
					pipe_y2 <= 9'd145;
				end
			end
			if((pipe_x1 <= 10'd120 + 10'd48 && pipe_x1 > 10'd120) || (pipe_x2 <= 10'd120 + 10'd48 && pipe_x2 > 10'd120))begin
				score_out <= 1;
			end 
			else if(pipe_x1 + 10'd52 <= 10'd120 || pipe_x2 + 10'd52 <= 10'd120) begin
				score_out <= 0;
			end
		end else begin
			if(RESET)begin
				pipe_x1 <= 10'd650;
				pipe_x2 <= 10'd970;
				pipe_y1 <= 10'd315;
				pipe_y2 <= 10'd145;
				score_out <= 0;
			end
		end
	end
	always @ (posedge clkdiv[0]) begin
		if(x >= pipe_x1 && x < pipe_x1 + 10'd52)begin
			if(y >= pipe_y1 && y < 9'd425)begin					 
				is_column_up <= 1;
				is_column_down <= 0;
				pipe_x <= pipe_x1;
				pipe_y <= pipe_y1;
			end
			else if(y >= 9'd0 && y <= pipe_y1 - 9'd90)begin		 
				is_column_down <= 1;
				is_column_up <= 0;
				pipe_x <= pipe_x1;
				pipe_y <= pipe_y1;
			end
			else begin
				is_column_down <= 0;
				is_column_up <= 0;
			end
		end else if(x >= pipe_x2 && x < pipe_x2 + 10'd52)begin	 
			if(y >= pipe_y2 && y < 9'd425)begin
				is_column_up <= 1;
				is_column_down <= 0;
				pipe_x <= pipe_x2;
				pipe_y <= pipe_y2;
			end
			else if(y >= 9'd0 && y <= pipe_y2 - 9'd90)begin		 
				is_column_down <= 1;
				is_column_up <= 0;
				pipe_x <= pipe_x2;
				pipe_y <= pipe_y2;
			end
			else begin
				is_column_down <= 0;
				is_column_up <= 0;
			end
		end else begin
			is_column_down <= 0;
			is_column_up <= 0;
		end
	end
endmodule
$ cat ./run.sh
#!/bin/bash
# OpenROAD 26Q1-2900-gdf79404cd8, Yosys 0.63+post, stock flow scripts
make -C /OpenROAD-flow-scripts/flow DESIGN_CONFIG=/design/flow/config.mk WORK_HOME=/design/flow/orfs finish
$ cat ./config.mk
export PLATFORM = sky130hd
export DESIGN_NAME = Column
export DESIGN_NICKNAME = Column
export VERILOG_FILES = /design/flow/design.v
export SDC_FILE = /design/flow/constraint.sdc
export NUM_CORES = 4
export LEC_CHECK = 1
export CORE_UTILIZATION = 40
$ cat ./constraint.sdc
current_design Column

set clk_period 6.7
set clk_io_pct 0.2

create_clock -name clk0 -period $clk_period [get_ports {clkdiv}]
create_clock -name clk1 -period $clk_period [get_ports {fresh}]

set non_clock_inputs [all_inputs -no_clocks]
set_input_delay [expr $clk_period * $clk_io_pct] -clock clk0 $non_clock_inputs
set_output_delay [expr $clk_period * $clk_io_pct] -clock clk0 [all_outputs]
==> load_flow_metrics.sql <==
-- metrics for the results database
INSERT INTO impl_metrics (metric_group, metric, value, unit) VALUES
('status', 'status', 'finished clean', ''),
('clocking', 'clock_tree_from_tritoncts', 'done', ''),
('logic_synthesis', 'synth.yosys.chip_area', '0.00634', 'mm^2'),
('global_route', 'globalRouteTotalUtil', '21.3', '%'),
('job', 'warnings', '140', ''),
('setup_path', 'worstPathMaxFanout', '17', ''),
('finish', 'layout.filler_cells', '1373', ''),
('sta', 'finalHoldViolations', '0', ''),
('logic_synthesis', 'mapped_cells', '691', ''),
('setup_path', 'cp-end-kind', 'register', ''),
('drt', 'number_of_antenna_repair_diodes', '0', ''),
('sta', 'timing_worst_slew_pin_value', '0.916', 'ns'),
('floorplan', 'chip_area', '0.0164', 'mm^2'),
('placement', 'detailed_place.area', '0.00723', 'mm^2'),
('logic_synthesis', 'ys.warnings.count', '1', ''),
('logic_synthesis', 'syn_avg_cell_area', '9.18', 'um^2'),
('setup_path', 'critPathRequiredTime', '6.65', 'ns'),
('sta', 'layout_setup_ws', '0.160', 'ns'),
('logic_synthesis', 'yosys_top_cell_area_share', '28.4', '%'),
('min_path', 'min-delay-path-class', 'reg -> reg', ''),
('floorplan', 'fp_util', '41.4', '%'),
('placement', 'post-place-ws', '-0.200', 'ns'),
('power', 'vdd.ir_drop.worst', '0.160', 'mV'),
('logic_synthesis', 'number_of_standard_cells_reported_by_yosys', '691', ''),
('power', 'power_density', '379', 'mW/mm^2'),
('finish', 'layout.area.seq', '0.00184', 'mm^2'),
('setup_path', 'critical-path-top-delay-family', 'AND-OR/OR-AND gates', ''),
('logic_synthesis', 'seq_total_area_yosys', '29.0', '%'),
('drt', 'dr.pass1.iters', '4', ''),
('sta', 'setup-violations-final', '0', ''),
('placement', 'dpl.hpwl', '12700', 'um'),
('placement', 'gp_congestion', '0.886', ''),
('finish', 'layout.cells.most_common_list', 'ha_1, inv_1, edfxtp_1', ''),
('logic_synthesis', 'yosys-top-cells-area', 'edfxtp_1, ha_1, xnor2_1', ''),
('setup_path', 'crit_path_top_delay_cell', 'edfxtp_1', ''),
('finish', 'layoutNonFillerInstCount', '1014', ''),
('sta', 'finalMaxSlewViolations', '0', ''),
('sta', 'clock-skew-final', '0.0145', 'ns'),
('clocking', 'cts_hold_repair.buffers', '0', ''),
('sta', 'totalNegativeSetupSlack', '0', 'ns'),
('setup_path', 'crit_type', 'reg -> reg', ''),
('drt', 'number_of_remaining_drc_errors', '0', ''),
('global_route', 'grt_start_max_net_pins', '21', ''),
('sta', 'worst_slew_slack_as_a_fraction_of_its_limit', '38.1', '%'),
('setup_path', 'crit_path_cell_trace', 'a211o_1 > nand2_1 > xnor2_1 > ha_1 > a21o_1 > a21o_1 > a211oi_1 > o211a_1 > o211ai_1 > mux2i_4 > buf_12', ''),
('floorplan', 'die_height', '128', 'um'),
('finish', 'final_common_cell', 'ha_1', ''),
('setup_path', 'start_kind', 'register', ''),
('global_route', 'grt_pass1_wl', '26700', 'um'),
('drt', 'wl_per_cell', '16.0', 'um'),
('power', 'leakagePower', '3.40', 'nW'),
('global_route', 'grt_remaining_overflow', '0', ''),
('setup_path', 'critical-path-top-cell-by-count', 'a21o_1', ''),
('drt', 'postRouteAntennaNets', '0', ''),
('drt', 'drt-total-wl', '16200', 'um'),
('logic_synthesis', 'synth_area', '0.00634', 'mm^2'),
('placement', 'port-buffer-count', '47', ''),
('setup_path', 'crit_path_max_incr_delay', '0.49', 'ns'),
('finish', 'combinational_area', '0.00418', 'mm^2'),
('sta', 'holdWs', '0.669', 'ns'),
('logic_synthesis', 'dominantRegCellSynth', 'edfxtp_1', ''),
('global_route', 'antenna_found_initial', '0', ''),
('clocking', 'cts.sink_count', '62', ''),
('finish', 'layout-drive-gt1-share', '8.72', '%'),
('logic_synthesis', 'synthDistinctLibCells', '74', ''),
('floorplan', 'io_pins', '81', ''),
('logic_synthesis', 'ys_seq_elements', '62', ''),
('logic_synthesis', 'synth_top_cell_by_area', 'edfxtp_1', ''),
('global_route', 'first_global_vias', '5342', ''),
('logic_synthesis', 'ys_async_sr_fraction', '0', '%'),
('drt', 'vias_per_cell', '5.49', '');
[sequential cells by signal, indices dropped and copies added (netlist names)]
| register | count |
|---|---|
| is_column_down | 1 |
| pipe_x1 | 10 |
| pipe_x | 10 |
| pipe_y2 | 10 |
| pipe_y1 | 10 |
| is_column_up | 1 |
| pipe_y | 9 |
| score_out | 1 |
| pipe_x2 | 10 |
[synth_stat cells (all sizes together) (3+ instances only)]
| master | n |
|---|---|
| ha | 91 |
| edfxtp | 60 |
| inv | 53 |
| nor2 | 48 |
| xnor2 | 47 |
| a21oi | 41 |
| o21ai | 40 |
| nand2 | 37 |
| mux2i | 25 |
| nor3 | 22 |
| nand3 | 15 |
| buf | 14 |
| nand4 | 13 |
| clkbuf | 11 |
| nand2b | 11 |
| nor2b | 11 |
| a21o | 10 |
| nor4 | 9 |
| o211ai | 9 |
| xor2 | 9 |
| a211oi | 8 |
| or3 | 8 |
| and3 | 7 |
| and2 | 6 |
| a211o | 5 |
| o21a | 5 |
| a2111oi | 4 |
| a21boi | 4 |
| and3b | 4 |
| nand4b | 4 |
| o31a | 4 |
| o31ai | 4 |
| a31oi | 3 |
| a41oi | 3 |
| clkinv | 3 |
| nand3b | 3 |
| o211a | 3 |
| o221ai | 3 |
| o311ai | 3 |
[metal layers]
metal | track usage (%) | vias up | routed length (um)
met5 | 0 | - | 0
met4 | 4.43 | 0 | 176
met3 | 5.65 | 17 | 967
met2 | 30.1 | 165 | 6860
met1 | 33.6 | 2595 | 8190
li1 | - | 2793 | -
[worst min-delay path, stage by stage (launching register included)]
cell and delay [ns]:
edfxtp_1 0.41, xnor2_1 0.10, nand2_1 0.06
[final cells by class]
| class | instances | share of cell area, % |
|---|---|---|
| multi-input combinational | 548 | 54.6 |
| tap | 211 | 3.45 |
| timing repair buffer | 85 | 10.2 |
| inverter | 55 | 2.70 |
| clock inverter | 45 | 2.35 |
| sequential | 62 | 24.1 |
| clock buffer | 8 | 2.62 |
[worst paths after layout]
path / from / to / slack [ns] / cells past startpoint
setup / recovery: pipe_x2[4] / pipe_x[1] / 0.16 / 11
hold / removal: pipe_x1[9] / pipe_x1[9] / 0.67 / 2
setup reg to reg: pipe_x2[4] / pipe_x[1] / 0.16 / 11
hold reg to reg: pipe_x1[9] / pipe_x1[9] / 0.67 / 2
max in group clk1: speed[1] / pipe_x1[7] / 0.17 / 9
min in group clk0: is_column_down / is_column_down / 2.25 / 1
[kinds of logic (layout without fill, tap and decap cells)]
family,count (synthesis),in the layout,synth area share (%)
multiplexers,27,27,4.36
AND/OR/NAND/NOR,206,206,17.0
XOR/XNOR,56,56,7.73
buffers and inverters,81,193,5.40
AND-OR/OR-AND,166,166,17.9
flip-flops,62,62,29.0
adder cells (fa/ha/maj),93,93,18.6
[power breakdown]
part           leakage [nW]  switching (mW)  internal [mW]
clock network         0.331           0.206          0.251
registers             0.582           0.120          0.606
logic                  2.49           0.929          0.789
[repair_timing]
item	4_1_cts	5_1_grt
gates resized	0	7
setup endpoints to repair	0	21
setup buffers	0	5
endpoints found under the hold margin	0	0
[metrics by stage]
stage	power (mW)	utilization [%]
finish	2.90	50.0
CTS	2.91	49.7
detailed placement	2.44	47.2
global route	3.20	50.0
global placement	2.41	47.2
floorplan	1.98	-
Power and IR drop assume default switching activity.
